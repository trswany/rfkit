==> design.v <==
`timescale 1ns/1ps
module bram #(
  parameter int WordLengthBits = 8,
  parameter int NumWords = 128,
  parameter int AddressWidthBits = 7
) (
  input logic clk,
  input logic [AddressWidthBits-1:0] address,
  input logic write_enable,
  input logic [WordLengthBits-1:0] data_in,
  output logic [WordLengthBits-1:0] data_out
);
  logic [WordLengthBits-1:0] ram [NumWords];
  initial begin
    if (AddressWidthBits < $clog2(NumWords)) begin
      $error("AddressWidthBits is not big enough to address the full bram.");
    end
  end
  always @(posedge clk) begin
    if (write_enable) begin
      data_out <= data_in;
      ram[address] <= data_in;
    end else begin
      data_out <= ram[address];
    end
  end
endmodule
==> run.sh <==
#!/bin/bash
# OpenROAD 26Q1-2900-gdf79404cd8, Yosys 0.63+post, stock flow scripts
make -C /OpenROAD-flow-scripts/flow DESIGN_CONFIG=/design/flow/config.mk WORK_HOME=/design/flow/orfs finish
==> config.mk <==
export PLATFORM = sky130hd
export DESIGN_NAME = bram
export DESIGN_NICKNAME = bram
export VERILOG_FILES = /design/flow/design.v
export SDC_FILE = /design/flow/constraint.sdc
export NUM_CORES = 4
export LEC_CHECK = 1
export CORE_UTILIZATION = 40
==> constraint.sdc <==
current_design bram

set clk_period 33.9
set clk_io_pct 0.2

create_clock -name clk0 -period $clk_period [get_ports {clk}]

set non_clock_inputs [all_inputs -no_clocks]
set_input_delay [expr $clk_period * $clk_io_pct] -clock clk0 $non_clock_inputs
set_output_delay [expr $clk_period * $clk_io_pct] -clock clk0 [all_outputs]
==> results.py <==
# Flow results
metrics = {
    "outcome": {
        "status": "completed",
    },
    "final_timing": {
        "rsz0062_at_grt": "false",
        "setup_violations": 0,
        "maxSlewHeadroom": 0.317,
        "finalSetupTns_ps": 0,
        "tightest_slew_ps": 1020,
        "finalCritPeriodShare": 0.374,
        "max_freq_mhz": 78.9,
        "finalMaxSlewViolations": 0,
        "hold_viol": 0,
        "finalCriticalPeriod_ps": 12670,
    },
    "clock_tree": {
        "post_cts.repair.setup_buffers": 0,
        "h-tree-depth": 3,
        "cts_repair_resize_count": 0,
        "clockBufferDepth": 3,
        "cts_root_buffer": "clkbuf_16",
        "clkTransAtPathRegs_ps": 60,
        "cts_made_buffers": 103,
        "cts_hold_buf": 0,
        "numClockSinks": 1031,
        "cts_tree": "built",
    },
    "drt": {
        "ant_nets": 0,
        "viasPerCell": 5.56,
        "dr_total_vias": 17400,
        "wl_per_cell_um": 28.0,
        "drc": 0,
        "first_pass_iters": 4,
        "n_antenna_cell": 0,
        "drt_iter0_drc": 1223,
        "wirelength_um": 87600,
    },
    "placed_design": {
        "port_buffers": 24,
        "dpl.hpwl_um": 53700,
        "place.gp.congestion": 0.847,
        "place_area_um2": 41700,
    },
    "logic_synthesis": {
        "synth_flops": 1031,
        "synth_top_area_share": 0.776,
        "synthTopCellsByArea": "edfxtp_1, mux4_2, nor2_1",
        "syn-cell-area_um2": 39600,
        "ys_cells": 1634,
        "synth_area_per_cell_um2": 24.3,
        "synth_cells": 1634,
        "top_area_cell": "edfxtp_1",
        "yosys_warnings": 1,
        "postSynthSeqShare": 0.779,
        "synthDistinctLibCells": 17,
        "yosys_area_um2": 39600,
    },
    "power_and_ir_drop": {
        "worst_ir_drop_vdd_v": 0.0000400,
        "leakagePower_uw": 0.0137,
        "powerDensity_nw_per_um2": 58.0,
    },
    "floorplan": {
        "pin_count": 25,
        "die-area_um2": 100000,
        "die_w_um": 317,
        "num_rows": 115,
        "core_area_um2": 98300,
        "fp_util": 0.403,
        "dieHeight_um": 317,
    },
    "worst_setup_path": {
        "critPathKind": "flop to output pin",
        "critPathArrivalTime_ps": 5890,
        "startpoint_type": "flop",
        "critPathCaptureType": "output pin",
        "required_ps": 27120,
        "worstPathMaxFanout": 51,
    },
    "grt": {
        "grt_first_pass_wirelength_um": 131000,
        "grt_usage": 0.201,
        "grt_overflow": 0,
        "grt_antenna_before_repair": 4,
        "grt_pass1_vias": 19600,
        "grt_max_degree": 78,
    },
    "layout": {
        "regMostFlops": "ram",
        "final_layout_size_suffix_gt1_frac": 0.318,
        "fin_area_um2": 44900,
        "final_common_cell": "edfxtp_1",
        "top_regs": "ram x1024",
        "layout_top_cells": "edfxtp_1, mux4_2, nor2_1, clkbuf_16, buf_4",
        "fillers": 7819,
        "largest_register_ffs": 1024,
        "area_growth_syn_to_layout_pct": 13.3,
    },
    "run": {
        "maxCapViolCount": 0,
        "tool_warnings": 26,
    },
    "worst_hold_path": {
        "worstHoldPathType": "input pin to flop",
    },
}
## layer usage
layer / track usage / routed length [um]
met1: 0.266 / 30200
met3: 0.165 / 15700
met5: 0 / 54
met4: 0.0303 / 1660
met2: 0.279 / 39900
## worst max-delay path: stages (launching register included)
cell	delay, ps
dfxtp_4	850
buf_4	650
buf_4	670
buf_4	650
mux4_2	410
mux4_2	590
mux4_2	510
mux2_2	360
clkdlybuf4s50_1	440
## per-stage QoR
stage	power, uW	hold slack (ps)	utilization	worst slack (ps)	instances
after floorplan	1510	6810	-	24460	1634
after global placement	1560	7200	0.424	21920	2935
after detailed placement	1570	7210	0.424	21910	2935
after CTS	2630	6500	0.457	21180	3128
after global routing	2690	6530	0.457	20950	3128
final	2610	6540	0.457	21230	3128
## synth_stat cells (all sizes together)
cell    count
nor2b       7
nor2      122
buf        45
clkbuf     44
edfxtp   1024
or3         1
nand4       3
nor3        9
nand2      14
nand3      12
mux4      336
mux2        8
nand2b      2
dfxtp       7
## worst paths after layout
path | startpoint | cells past startpoint | end | slack (ps)
max | flop | 8 | data_out[3] | 21230
min | data_in[3] | 1 | ram[79][3] | 6540
## kinds of logic after synthesis
group                  synth area share
flip-flops                        0.779
multiplexers                      0.193
buffers and inverters            0.0101
AND/OR/NAND/NOR                  0.0176
## cell type report
class | count | area, um^2 | area share
repair buffers | 103 | 838 | 0.0187
clock inverters | 73 | 536 | 0.0119
clock buffers | 120 | 2680 | 0.0597
well taps | 1287 | 1610 | 0.0358
flip-flops and latches | 1031 | 30900 | 0.688
multi-input cells | 514 | 8350 | 0.186
## power by group
part           internal, uW  switching, uW  leakage [uW]
clock                   605            465       0.00160
combinational          53.2           72.4       0.00282
sequential             1410           4.92       0.00927
total                  2070            542        0.0137
No activity file was given, so power comes from the tool's default toggle rates.
