`flow/config.mk`:
```
export PLATFORM = sky130hd
export DESIGN_NAME = ring_buffer
export DESIGN_NICKNAME = ring_buffer
export VERILOG_FILES = /design/flow/design.v
export SDC_FILE = /design/flow/constraint.sdc
export NUM_CORES = 4
export LEC_CHECK = 1
export CORE_UTILIZATION = 40
```
`flow/constraint.sdc`:
```
current_design ring_buffer

set clk_period 29.9
set clk_io_pct 0.2

create_clock -name clk0 -period $clk_period [get_ports {clk}]

set non_clock_inputs [all_inputs -no_clocks]
set_input_delay [expr $clk_period * $clk_io_pct] -clock clk0 $non_clock_inputs
set_output_delay [expr $clk_period * $clk_io_pct] -clock clk0 [all_outputs]
```
`flow/design.v`:
```
`timescale 1ns/1ps
module bram_dual_port #(
  parameter int WordLengthBits = 8,
  parameter int NumWords = 128,
  parameter int AddressWidthBits = 7
) (
  input logic clk,
  input logic [AddressWidthBits-1:0] address_in,
  input logic [AddressWidthBits-1:0] address_out,
  input logic write_enable,
  input logic [WordLengthBits-1:0] data_in,
  output logic [WordLengthBits-1:0] data_out
);
  logic [WordLengthBits-1:0] ram [NumWords];
  initial begin
    if (AddressWidthBits < $clog2(NumWords)) begin
      $error("AddressWidthBits is not big enough to address the full bram.");
    end
  end
  always @(posedge clk) begin
    if (write_enable) begin
      ram[address_in] <= data_in;
    end
    data_out <= ram[address_out];
  end
endmodule
`timescale 1ns/1ps
module ring_buffer #(
  parameter int WordLengthBits = 8,
  parameter int NumWords = 128
) (
  input logic clk,
  input logic rst,
  input logic put,
  input logic [WordLengthBits-1:0] data_in,
  input logic get,
  output logic [WordLengthBits-1:0] data_out,
  output logic data_out_valid,
  output logic buffer_empty,
  output logic buffer_100p_full
);
  localparam int AddressWidthBits = $clog2(NumWords);
  logic [AddressWidthBits-1:0] head, tail, tail_d;
  logic bram_write_enable;
  logic last_action_included_put;
  bram_dual_port #(
    .WordLengthBits(WordLengthBits),
    .NumWords(NumWords),
    .AddressWidthBits(AddressWidthBits)
  ) bram_dual_port(
    .clk(clk),
    .address_in(head),
    .address_out(tail),
    .write_enable(bram_write_enable),
    .data_in(data_in),
    .data_out(data_out)
  );
  always @(posedge clk) begin
    if (rst) begin
      head <= '0;
      tail_d <= '0;
      last_action_included_put <= 1'b0;
      data_out_valid <= 1'b0;
    end else begin
      tail_d <= tail;
      if (get && !buffer_empty) begin
        data_out_valid <= 1'b1;
      end else begin
        data_out_valid <= 1'b0;
      end
      if (bram_write_enable) begin
        if (head == NumWords) begin
          head <= '0;
        end else begin
          head <= head + 1;
        end
      end
      if (bram_write_enable) begin
        last_action_included_put <= 1'b1;
      end else if (get && !buffer_empty) begin
        last_action_included_put <= 1'b0;
      end
    end
  end
  always_comb begin
    tail = tail_d;
    if (data_out_valid) begin
      if (tail_d == NumWords) begin
        tail = '0;
      end else begin
        tail = tail_d + 1;
      end
    end
    buffer_empty = 1'b0;
    buffer_100p_full = 1'b0;
    if (head == tail) begin
      if (last_action_included_put) begin
        buffer_100p_full = 1'b1;
      end else begin
        buffer_empty = 1'b1;
      end
    end
    if (put && !buffer_100p_full) begin
      bram_write_enable = 1'b1;
    end else begin
      bram_write_enable = 1'b0;
    end
  end
endmodule
```
`flow/run.sh`:
```
#!/bin/bash
# OpenROAD 26Q1-2900-gdf79404cd8, Yosys 0.63+post, stock flow scripts
make -C /OpenROAD-flow-scripts/flow DESIGN_CONFIG=/design/flow/config.mk WORK_HOME=/design/flow/orfs finish
```
==> metrics.yaml <==
critical_path:
  ff2ff_path_depth: 9
  crit_required_ns: 23.92
  crit_type: "register to primary output"
  rr_endpoint: "bram_dual_port.data_out[5]$_DFF_P_"
  crit_fanout: 48
  worstSetupStartpointType: "register"
  crit_chain: "ha_4, buf_4, nand2_1, mux4_2, nand4b_4, or4_1, inv_1, clkdlybuf4s50_1"
  cp_slowest_cell: "dfxtp_4"
  rrSetupSlack_ns: 24.36
  cp.arrival_ns: 5.21
  slowest_delay_ns: 0.76
  r2r_start: "tail_d[0]$_SDFF_PP0_"
  critPathCaptureType: "primary output"
clocking:
  clkLatencyLatePin_ns: 0.71
  cts.repair.resized: 0
  cts_tree: "yes"
  numClockSinks: 1048
  cts_htree_levels: 3
  clkTransAtPathRegs_ns: 0.07
  clockBufferDepth: 3
  cts_made_buffers: 111
  cts_hold_buf: 0
  cts_setup_buffers: 0
  root_buffer: "clkbuf_16"
pwr:
  p_leak_nw: 15.7
  powerDensity_mw_per_mm2: 63.2
  max-vdd-ir-drop_uv: 53.7
route:
  first_pass_iters: 7
  via_per_inst: 6.33
  drt_iter0_markers: 1945
  ant_nets: 0
  drc: 0
  routed_wl_um: 128000
  routedWlPerCell_um: 31.0
  via_count: 26300
global_routing:
  grt_pass1_vias: 28900
  grt.overflow.total: 0
  antenna_found_initial: 2
  grt_max_degree: 100
  grt_usage: 0.234
  grt_pass1_wl_um: 190000
floorplanning:
  rows: 127
  coreArea_mm2: 0.120
  dieWidth_um: 350
  fp-utilization: 0.404
  ioPinCount: 23
  die_h_um: 350
  chipArea_mm2: 0.123
flow_run:
  drv_cap: 0
  warnings: 26
logic_synthesis:
  netlist_instances: 2440
  ys_area_mm2: 0.0485
  area_leaders: "edfxtp_1, mux4_2, nor2_1"
  synth_warnings: 2
  async_flop_share: 0
  syn_avg_cell_area_um2: 19.9
  ys_seq_frac: 0.643
  synth_flops: 1048
  synth.largest_area_cell: "edfxtp_1"
  ys_cells: 2440
  synth-edff-count: 1024
  ys_types: 49
  flop_cell: "edfxtp_1"
  syn_area_mm2: 0.0485
  synth.top_cell.area_share: 0.633
timing:
  finalSetupViolCount: 0
  final-max-slew-violation-count: 0
  fin_tns_setup_ns: 0
  period_used_share: 0.374
  rsz0062_at_grt: "no"
  final_hold_viol_count: 0
  fin_worst_skew_ns: 0.0300
  maxSlewHeadroom: 0.313
  worst_pin_slew_ns: 1.01
  min_period_ns: 11.19
  fmax_ghz: 0.0894
hold_path:
  whs_path_depth: 2
  worstHoldEndpoint: "last_action_included_put$_SDFFE_PP0P_"
  min_path_type: "register to register"
  min_from: "last_action_included_put$_SDFFE_PP0P_"
cells_and_area:
  area.growth.synth_to_final_pct: 11.2
  mostFrequentLayoutCells: "edfxtp_1, mux4_2, nor2_1"
  fin_cells: 4147
  layout-drive-gt1-share: 0.309
  layout_top_cell: "edfxtp_1"
placed_design:
  dp_hpwl_um: 79400
  gp_congestion: 0.933
  place_inst: 3938
  port_buffers: 22
status:
  status: "completed"
==> flip-flops by register name (all words and copies together) (netlist names) <==
register                  flops
bram_dual_port.data_out       8
last_action_included_put      1
bram_dual_port.ram         1024
data_out_valid                1
tail_d                        7
head                          7
==> cell type report <==
class                      instances  area, µm²
fill                            9913      66200
sequential                      1048      31200
multi-input combinational       1174      16200
clock buffer                     131       2920
tap                             1612       2020
timing repair buffer             100        823
clock inverter                    77        718
inverter                           4       15.0
antenna                            1       2.50
==> routing by layer <==
metal | part of all wire | track usage | up-vias
met1 | 0.33 | 0.292 | 13600
met3 | 0.16 | 0.163 | 226
met5 | 0 | 0 | -
met4 | 0.030 | 0.0540 | 0
met2 | 0.48 | 0.348 | 1687
li1 | - | - | 10800
==> worst max-delay path by stage <==
stage                   startpoint                to  slack, ns  cells past startpoint
finish        tail_d[0]$_SDFF_PP0_  buffer_100p_full      18.71                      8
global route  tail_d[0]$_SDFF_PP0_  buffer_100p_full      18.51                      8
CTS           tail_d[0]$_SDFF_PP0_  buffer_100p_full      18.71                      8
==> metrics by stage <==
| step | area, µm² | hold WS, ns | utilization | power (mW) | setup slack [ns] |
|---|---|---|---|---|---|
| global placement | 50300 | 0.496 | 0.419 | 2.07 | 19.46 |
| detailed placement | 50300 | 0.496 | 0.419 | 2.08 | 19.49 |
| finish | 54000 | 0.517 | 0.449 | 3.41 | 18.71 |
| floorplan | 48500 | 0.463 | - | 1.95 | 21.86 |
| CTS | 54000 | 0.514 | 0.449 | 3.44 | 18.71 |
| global route | 54000 | 0.555 | 0.449 | 3.52 | 18.51 |
==> cell usage after synthesis (5+ instances only) <==
cell type,n
nor3_1,29
a22oi_1,15
mux2i_1,22
a221o_1,62
a32oi_1,14
buf_4,23
nor4_1,10
buf_1,18
a32o_1,62
or4_1,9
nand3_1,14
o22ai_1,24
nor2b_1,8
o31ai_1,8
nand2_1,27
xnor2_1,5
mux4_2,513
dfxtp_1,24
clkbuf_1,89
a2111oi_0,15
edfxtp_1,1024
buf_2,63
and2_1,5
nand2b_1,8
and3_1,8
o32ai_1,8
a221oi_1,15
mux2_2,5
nor2_1,187
a22o_1,67
buf_6,20
==> cells by family (layout without fill, tap and decap cells) <==
logic type,after synthesis,in the layout,share of synthesized area
simple gates,321,321,0.0302
mux,540,540,0.244
other cells,0,1,0
compound gates,297,297,0.0546
flops,1048,1048,0.643
buf+inv,218,312,0.0237
xor+xnor,14,14,0.00399
fa+ha+maj,2,2,0.000515
==> critical path, delay by kind of cell (launching register included) <==
family,cells,cell delay [ns]
flip-flops,1,0.76
AND/OR/NAND/NOR,3,0.95
adder cells (fa/ha/maj),1,0.67
multiplexers,1,0.52
buffers and inverters,3,1.48
==> power breakdown <==
| group | leakage, nW | internal (mW) | switching [mW] |
|---|---|---|---|
| combinational | 4.53 | 0.193 | 0.223 |
| sequential | 9.40 | 1.62 | 0.00978 |
| clock | 1.77 | 0.799 | 0.568 |
| total | 15.7 | 2.61 | 0.801 |
Power is estimated from default activity; no workload was simulated.
