<file path="./design.v">
`timescale 1ns/1ps
module start_bit_detector (
  input logic clk,
  input logic rst,
  input logic sample_trigger,
  input logic raw_data,
  output logic start_bit_detected
);
  logic [7:0] buffer;
  localparam logic [2:0] MinGoodSamples = 3'd4;
  always @(posedge clk) begin
    if (rst) begin
      start_bit_detected <= 1'b0;
      buffer <= 8'b0;
    end else begin
      if (start_bit_detected ||
          (buffer[7] && $countbits(buffer, '1) >= MinGoodSamples)) begin
        start_bit_detected <= 1'b1;
      end
      if (sample_trigger) begin
        buffer <= {buffer[6:0], !raw_data};
      end
    end
  end
endmodule
</file>
<file path="./run.sh">
#!/bin/bash
# OpenROAD 26Q1-2900-gdf79404cd8, Yosys 0.63+post, stock flow scripts
make -C /OpenROAD-flow-scripts/flow DESIGN_CONFIG=/design/flow/config.mk WORK_HOME=/design/flow/orfs finish
</file>
<file path="./config.mk">
export PLATFORM = sky130hd
export DESIGN_NAME = start_bit_detector
export DESIGN_NICKNAME = start_bit_detector
export VERILOG_FILES = /design/flow/design.v
export SDC_FILE = /design/flow/constraint.sdc
export NUM_CORES = 4
export LEC_CHECK = 1
export CORE_AREA = 10 10 73 73
export DIE_AREA = 0 0 83 83
</file>
<file path="./constraint.sdc">
current_design start_bit_detector

set clk_period 2.9
set clk_io_pct 0.2

create_clock -name clk0 -period $clk_period [get_ports {clk}]

set non_clock_inputs [all_inputs -no_clocks]
set_input_delay [expr $clk_period * $clk_io_pct] -clock clk0 $non_clock_inputs
set_output_delay [expr $clk_period * $clk_io_pct] -clock clk0 [all_outputs]
</file>
==> deck_impl_summary.md <==
Physical Implementation Snapshot

Outcome
  • Status: complete, no violations

Power and ir drop
  • Pleak: 0.231 nW
  • Max VDD drop: 0.000109 V
  • Design Power: about 0.00029 W
  • Power Density: between 400 and 500 nW/um^2

Timing
  • Final Setup Violations: 0
  • Max Slew Vio Count: 0
  • Slew Limit Headroom: 67.8%
  • Achievable Freq: 0.436 GHz
  • TNS Setup: 0 ns
  • Hold Fails Final Rpt: 0
  • Hold Slack: 0.502 ns
  • Post-Route Skew: 0.00365 ns
  • Post-layout period usage: 79.1%
  • Unrepaired setup endpoints after global routing: false
  • Worst-Margin Slew: 0.482 ns
  • Final min period: between 2 and 2.5 ns

CTS
  • CTS tree: done
  • Total CTS buffers: 3
  • Latency at later pin: 0.23 ns
  • Clk root buf: clkbuf_8
  • Worst-path clk slew: 0.04 ns
  • Post-CTS Hold Fix Bufs: 0
  • Clock tree buffer depth: 2
  • Post-CTS Setup Bufs: 0
  • CTS Sinks: 9
  • Post-CTS sizing: 0
  • H-tree depth: 1

Floorplanning
  • Die height: roughly 83 um
  • Ports: 5
  • Die Area: between 6000 and 7000 sq um
  • Core area: 3740 sq um
  • FP Rows: 22
  • Die width: 83 um
  • Starting Density: 11.9%

Synth
  • Cell Area, Synth: ~440 sq um
  • Cells in synth_stat.txt: 43
  • Average size of a mapped cell: 10.3 sq um
  • Sequential share of the synthesized area: between 40% and 50%
  • YS warnings: 1
  • Syn Inst Count: approximately 43
  • Synth unique cells: 12
  • Yosys stat area: about 440 sq um
  • Synth flops: 9

Place
  • # port buffers: 4
  • Detail Placement HPWL: around 580 um
  • Placer Congestion: 0.781

Critical path
  • Crit path required time: 3.00 ns
  • Worst r2r src: buffer[2]$_SDFFE_PP0P_
  • Critical Path Sink Type: register
  • R2r worst-path depth: 8
  • FF-to-FF setup slack: 0.61 ns
  • Arr. time, crit path: 2.40 ns
  • CP startpoint: buffer[2]$_SDFFE_PP0P_
  • CP Class: register to register
  • Critical R2R Capture: start_bit_detected$_SDFFE_PP0P_
  • Critical path startpoint category: register
  • Worst Setup EP: start_bit_detected$_SDFFE_PP0P_
  • CP max FO: 3

Final layout
  • Logic area: 221 sq um
  • Fill count: 424
  • Syn-to-layout area delta: 29.0%
  • Most frequent cells in the layout: nor2_1, dfxtp_1, inv_1, mux2i_1, clkdlybuf4s50_1
  • Register area: 180 sq um
  • Ratio of cells with drive above 1 in the final layout: about 8.2%

Global routing
  • Largest net degree at the start of global routing: 10
  • Number of global-route vias before repair: between 300 and 400
  • Total grt overflow: 0
  • GRT Util Overall: 2.40%
  • Global-route wire length before repair: 1360 um
  • Initial antenna violation count: 0

Routing
  • DRC Markers: 0
  • Number of diodes: 0
  • Routed WL: 725 um
  • Initial DRC Count: 5
  • DRT Pass-1 Iters: 3
  • Post-DRT Antenna Nets: 0
  • Vias per cell: 2.95
  • Routed length per instance: 7.47 um
  • Via count: 286

Min path
  • Hold_sp: buffer[7]$_SDFFE_PP0P_
  • Hold WC Path Type: register to register

Flow run
  • Tool Warnings: 25
  • Maxcap violations: 0
-- cell type report --
type / count / area share (%)
multi-input combinational: 25 / 38.6
tap: 48 / 10.5
clock buffer: 4 / 7.86
sequential: 9 / 31.4
inverter: 7 / 4.59
timing repair buffer: 4 / 6.99
-- flip-flops by register name (all words and copies together), names as in the netlist --
name and cells:
start_bit_detected 1, buffer 8
-- report_power, final --
| group | switching, W | total (W) | internal, W | leakage (nW) |
|---|---|---|---|---|
| sequential | 0.00000171 | 0.000128 | 0.000126 | 0.0729 |
| clock | 0.0000467 | 0.000142 | 0.0000955 | 0.0228 |
| combinational | 0.00000763 | 0.0000161 | 0.00000845 | 0.135 |
-- critical path, stage by stage (launching register included) --
cell and delay (ns):
dfxtp_1 0.33, fa_1 0.53, inv_1 0.05, fa_1 0.44, fa_1 0.38, inv_1 0.06, ha_1 0.22, nand3b_1 0.09
a211oi_1 0.06
-- synthesized netlist by cell type --
cell type  instances  area [sq um]
dfxtp_1            9           180
nor2_1             9          33.8
inv_1              7          26.3
mux2i_1            7          70.1
fa_1               3          60.1
ha_1               2          25.0
a211oi_1           1          7.51
a211oi_2           1          12.5
buf_2              1          5.00
buf_6              1          11.3
nand3b_1           1          7.51
nor3_1             1          5.00
-- per-stage QoR --
step / setup slack (ns) / instance area [sq um] / std cells / utilization [%]
global placement: 0.647 / 528 / 93 / 14.1
detailed placement: 0.579 / 528 / 93 / 14.1
CTS: 0.594 / 573 / 97 / 15.3
finish: 0.607 / 573 / 97 / 15.3
floorplan: 0.703 / 444 / 43 / -
global route: 0.491 / 573 / 97 / 15.3
-- worst min-delay path by stage --
stage,endpoint,cells past startpoint
6_report,start_bit_detected$_SDFFE_PP0P_,2
5_1_grt,start_bit_detected$_SDFFE_PP0P_,2
4_1_cts,start_bit_detected$_SDFFE_PP0P_,2
-- kinds of logic after synthesis --
| family | synth area share [%] |
|---|---|
| adders and majority gates | 19.2 |
| AOI/OAI and AO/OA | 4.51 |
| muxes | 15.8 |
| and+or+nand+nor | 10.4 |
| DFF | 40.6 |
| buffers and inverters | 9.58 |
-- per-layer routing --
| metal | part of all wire [%] | vias to the layer above | global-route usage, % |
|---|---|---|---|
| li1 | - | 147 | - |
| met1 | 47 | 131 | 2.67 |
| met2 | 41 | 6 | 3.49 |
| met3 | 9.7 | 2 | 1.97 |
| met4 | 2.1 | 0 | 0.462 |
| met5 | 0 | - | 0 |
Power figures rest on the tool's default switching activity, not on a simulated workload.
